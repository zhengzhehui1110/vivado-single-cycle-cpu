--- design/flow/design.v ---
`timescale 1ns / 1ps
module ext(
input [15:0] extin,
input [1:0]extop,
output [31:0] extout
    );
    wire [31:0]extout00;
    wire [31:0]extout10;
    wire [31:0]extout11;
    assign extout00 = {27'd0,extin[10:6]};
    assign extout10 = {16'd0,extin[15:0]};
    assign extout11 = (extin[15]==1)? {16'h0ffff,extin[15:0]}:{16'h0000,extin[15:0]};
    assign extout = (extop==2'b00)? extout00:(extop==2'b10)? extout10:extout11;
endmodule
--- design/flow/run.sh ---
#!/bin/bash
# OpenROAD 26Q1-2900-gdf79404cd8, Yosys 0.63+post, stock flow scripts
make -C /OpenROAD-flow-scripts/flow DESIGN_CONFIG=/design/flow/config.mk WORK_HOME=/design/flow/orfs finish
--- design/flow/config.mk ---
export PLATFORM = sky130hd
export DESIGN_NAME = ext
export DESIGN_NICKNAME = ext
export VERILOG_FILES = /design/flow/design.v
export SDC_FILE = /design/flow/constraint.sdc
export NUM_CORES = 4
export LEC_CHECK = 1
export CORE_AREA = 10 10 70 70
export DIE_AREA = 0 0 80 80
--- design/flow/constraint.sdc ---
current_design ext

set clk_period 1.9
set clk_io_pct 0.2

create_clock -name clk0 -period $clk_period

set non_clock_inputs [all_inputs -no_clocks]
set_input_delay [expr $clk_period * $clk_io_pct] -clock clk0 $non_clock_inputs
set_output_delay [expr $clk_period * $clk_io_pct] -clock clk0 [all_outputs]
==> impl_metrics.toml <==
# yosys + openroad results
[drt]
via_count = 357
drt-initial-drc-count = 2
routed_wirelength_um = 1410
postRouteAntennaNets = 0
drtPass1Iterations = 4
diodes = 0
post-route-drc-count = 0
routedWlPerCell_um = 12.1
drt-vias-per-instance = 3.08

[floorplanning]
die_y_um = 80
num_rows = 21
fp.dieW_um = 80
core-area_um2 = 3420
fp_util_pct = 7.69
chip_area_um2 = 6400
io_pins = 50

[logic_synthesis]
top_cells_by_area = "buf_4, nor2b_1, mux2_2"
yosysChipArea_um2 = 263
yosysTopAreaCell = "buf_4"
ys_seq_share_pct = 0
synth_top_area_share_pct = 45.7
synthCells = 34
netlist_area_um2 = 263
synth.distinct_cells = 5
ys_warn_count = 0
synth.avg_cell_area_um2 = 7.73
yosys-stat-cells = 34

[global_route]
grt_usage_pct = 4.11
overflow = 0
grt_max_degree = 12
antenna_found_initial = 0
grt_pass1_vias = 408
grt_pass1_wl_um = 2130

[setup_path]
required_ps = 1520
crit_type = "input port to output pin"
cp-end-kind = "output pin"
startpoint_type = "input port"
critPathArrivalTime_ps = 1570
worstPathMaxFanout = 6

[run]
openroad.warnings = 34
cap_violations = 0

[timing]
finalClockPeriodUsage_pct = 102
fmax_ghz = 0.514
hold_violations = 0
min_period_ps = 1950
worst_hold_slack_ps = 1450
final_max_slew_viol_count = 0
max_slew_margin_pct = 89.3
fin_ws_ps = -47.2
rsz0062_at_grt = "true"
setup_viol_count_final = 5
tightest_slew_ps = 160

[final_layout]
layout_top_cells = "clkdlybuf4s50_1, nor2b_1, mux2_2"
stdcell_area_um2 = 714
flop-count = 0
clock_buffers = 0
num-fill-cells = 388
regArea_um2 = 0
logic_area_um2 = 156
layout-drive-gt1-share_pct = 15.7
area_growth_pct = 172
lay_top_count = "clkdlybuf4s50_1"

[pwr]
power_uw = 145
p_leak_uw = 0.000257
power_density_nw_per_um2 = 202
peakVddDrop_uv = 55.1

[status]
status = "finished with violations"
violations = "negative setup slack"

[place]
numPortBuffers = 50
placed_area_um2 = 728
hpwl_um = 1280
place_ws_ps = -305
gp_congestion = 0.688

[worst_hold_path]
hold_path_class = "input port to output pin"

[clocking]
cts_setup_buffers = 0
==> area by class of cell <==
cell class	instances	share of cell area, %
repair buffers	51	70.1
well taps	46	8.06
multi-input cells	19	21.9
==> power by group <==
group | internal (uW) | switching, uW
clock | 0 | 0
sequential | 0 | 0
combinational | 113 | 31.4
==> path summary, 6_finish.rpt <==
check | to | cells past startpoint | slack [ps] | start
worst min-delay path | extout[31] | 3 | 1450 | extop[0]
worst max-delay path | extout[1] | 4 | -50 | extop[1]
==> cells by family after synthesis <==
kind of cell,count (synthesis),synth area share (%)
buf+inv,16,45.7
simple gates,13,32.9
mux,5,21.4
==> stage by stage <==
step / instances / setup TNS (ps) / utilization, %
after floorplan: 34 / 0 / -
after global placement: 116 / -7910 / 21.3
after detailed placement: 116 / -7840 / 21.3
after CTS: 116 / -221 / 20.8
after global routing: 116 / -802 / 20.9
final: 116 / -175 / 20.9
==> layer usage <==
metal,up-vias,GRT usage [%],wire length (um)
met5,-,0,0
met4,0,0,0
met3,0,4.20,435
met2,45,5.54,436
met1,147,4.75,537
li1,165,-,-
==> synthesized netlist by cell type <==
cell / count
buf_4: 16
nor2_4: 1
nor2b_1: 11
mux2_2: 5
and2_1: 1
==> critical path: stages <==
cell and delay [ps]:
dlygate4sd2_1 250, nor2_4 150, mux2_2 360, clkdlybuf4s50_1 420
==> what timing repair did <==
item	CTS	global route
endpoints found under the hold margin	0	0
gates resized	8	1
endpoints found under the setup margin	32	16
hold buffers	0	0
gates cloned	1	0
pin swaps	2	0
Power and IR drop assume default switching activity.
